File: flow/design.v
`timescale 1ns / 1ps
module lab2(
    input clk,
    input reset,
    input btn_W,
    input btn_E,
    output [7:0] led
    );
	 reg [8:0] temW;
	 reg [8:0] temE;
	 reg signed[3:0] cnt = 0;
	always @(posedge clk) begin
		if(reset) cnt <= 0;	
		else if(temW == 9'b011111111 && cnt < 7) cnt <= cnt+1;
		else if(temE == 9'b011111111 && cnt > -8) cnt <= cnt-1;
	end
	always @(posedge clk) begin
   temW <= temW << 1;
   if(btn_W) temW[0] <= 1;
	else temW[0] <= 0;			
	end
	always @(posedge clk) begin
	temE <= temE << 1;
	if(btn_E) temE[0] <= 1;
	else temE[0] <= 0;
	end
	assign led[0] = cnt[0];
	assign led[1] = cnt[1];
	assign led[2] = cnt[2];
	assign led[3] = cnt[3];
	assign led[4] = cnt[3];
	assign led[5] = cnt[3];
	assign led[6] = cnt[3];
	assign led[7] = cnt[3];
endmodule
File: flow/run.sh
#!/bin/bash
# OpenROAD 26Q1-2900-gdf79404cd8, Yosys 0.63+post, stock flow scripts
make -C /OpenROAD-flow-scripts/flow DESIGN_CONFIG=/design/flow/config.mk WORK_HOME=/design/flow/orfs finish
File: flow/config.mk
export PLATFORM = sky130hd
export DESIGN_NAME = lab2
export DESIGN_NICKNAME = lab2
export VERILOG_FILES = /design/flow/design.v
export SDC_FILE = /design/flow/constraint.sdc
export NUM_CORES = 4
export LEC_CHECK = 1
export CORE_AREA = 10 10 71 71
export DIE_AREA = 0 0 81 81
File: flow/constraint.sdc
current_design lab2

set clk_period 2.3
set clk_io_pct 0.2

create_clock -name clk0 -period $clk_period [get_ports {clk}]

set non_clock_inputs [all_inputs -no_clocks]
set_input_delay [expr $clk_period * $clk_io_pct] -clock clk0 $non_clock_inputs
set_output_delay [expr $clk_period * $clk_io_pct] -clock clk0 [all_outputs]
==> deck_impl_summary.md <==
Implementation Results

Outcome
  – Status: finished, final reports clean

Die
  – Initial core utilization: 21.7%
  – Die height: 81 um
  – Die Area: 6560 um^2
  – Row count: 22
  – I/O Pins: 12
  – Die Span X: 81 um
  – Core area: 3630 um^2

Finish
  – Cell area after layout: 1010 um^2
  – Syn-to-layout area delta: 27.7%
  – Share of cells above drive strength 1: 17.3%

Routing
  – Final ANT Viol Nets: 0
  – Wire length per cell: 9.83 um
  – Initial DRT Pass Iterations: 4
  – Vias: 473
  – WL final: 1.21 mm
  – Remaining DRCs: 0
  – Drt first-iter violations: 66
  – N_diodes: 0
  – Vias per cell: 3.85

GRT
  – First-pass GRT wire length: 1.93 mm
  – Tot GR Track Use: 3.61%
  – Grt ovf: 0
  – Initial antenna violation count: 0
  – Largest net degree at the start of global routing: 14
  – Vias in the first global route: 410

STA
  – Setup TNS: 0 ps
  – Final Critical Period: 2060 ps
  – Fin. Hold Viols: 0
  – Cycle use final: 89.5%
  – Fmax: 486 MHz
  – Worst slew pin tran: 411 ps
  – Setup slack after layout: 242 ps
  – Slew HR: 72.4%
  – RSZ-0062 raised after global routing: false
  – Final Skew: 0.810 ps
  – # setup viols final: 0
  – Final Max Slew Viols: 0

Placed design
  – Routability cong.: 0.822
  – Pre-CTS setup slack: 266 ps
  – PortBufs: 11
  – Placed Instance Area: 937 um^2
  – Hpwl dp: 868 um

Setup path
  – RR Startpoint: cnt[3]
  – Worst EP required: 2500 ps
  – CP Buf/Inv Count: 1
  – Crit Path Class: flop to flop
  – Slowest stage cell, crit path: dfxtp_1
  – CP cell instances: and4b_4 -> nor4_4 -> inv_2 -> ha_1 -> a21oi_1 -> and2_1 -> nand4_1 -> nand4_1
  – CP Launch Point: cnt[3]
  – Crit end category: flop
  – Highest cell delay on the worst timing path: 450 ps
  – Arrival @ worst endpoint: 2260 ps
  – Worst setup SP type: flop
  – Crit-path most repeated cell: nand4_1
  – Top delay family on crit path: simple AND/OR/NAND/NOR gates
  – CP max FO: 9

Power
  – Pwr dens: 768 nW/um^2
  – Combinational fraction of design power: 2.2%
  – Lkg Pwr: 0.346 nW
  – Clock power frac: 45.0%
  – Switching share of power: 17.4%
  – Overall Power: 0.000775 W
  – Sw Pwr: 0.000135 W
  – Peak VDD IR: 0.356 mV
  – P_int: 0.000640 W
  – Register share of total power: 52.8%

Synthesis
  – Synth top area cells: dfxtp_1 56%, nand3_1 3.8%, buf_4 3.8%
  – Ys Warns: 1
  – Dominant comb cell: simple AND/OR/NAND/NOR gates
  – FA/HA/MAJ Cells, Area Fraction: 5.71%
  – #FFs+latches synth: 22
  – Unique cell types: 25
  – Post-Synth Simple-Gate Area: 26.5%
  – Dominant cell area share: 55.8%
  – Yosys xor share: 1.11%
  – Post-synth area from yosys stat: 790 um^2
  – Cell Area, Synth: 790 um^2
  – Synth Seq Share: 55.8%
  – Post-synthesis instance total: 63
  – Yosys top cell by area: dfxtp_1
  – # Cells Yosys: 63
  – MUX area fraction: 1.27%
  – Mean area per synthesized cell: 12.5 um^2
  – Area fraction in compound gates: 5.39%

Clocking
  – CTS Buf Count: 3
  – CTS max path bufs: 2
  – CTS tree: done
  – Clock root cell: clkbuf_8
  – H-tree depth: 1
  – Clock transition at path regs: 80 ps
  – Insertion Delay late pin: 250 ps
  – Post-CTS sizing: 0
  – Post-CTS Setup Repair Bufs: 0
  – CTS Sinks: 22
  – CTS hold repair buffers: 0

Hold path
  – Hold WC Path Type: flop to flop
  – HP Start: temE[3]

Run
  – OpenROAD warning count: 25
  – Max Cap Violations: 0
registers in the layout (all words and copies together) (netlist names):
signal	cells
temE	9
temW	9
cnt	4
synthesized netlist by cell type:
cell type,instances
buf_4,4
fa_1,1
nand4_1,3
and4b_4,1
a21boi_0,2
nor2b_1,1
nor3_1,4
mux2i_1,1
dfxtp_1,22
o21ai_1,1
nor4b_2,1
a21boi_1,1
or4_4,1
nand2_8,1
nand4b_4,1
and2_1,1
nand2b_1,1
nor2_1,1
xor2_1,1
nand3_1,6
nor4_2,1
inv_2,1
ha_1,2
a21oi_1,3
nor4_4,1
logic make-up after synthesis:
group                      after synthesis
DFF                                     22
xor gates and xnor gates                 1
buffers and inverters                    5
and+or+nand+nor                         24
muxes                                    1
adders and majority gates                3
AOI/OAI and AO/OA                        7
through the flow:
step / util [%] / hold WS, ps / cells
finish: 27.8 / 353 / 123
global route: 27.8 / 360 / 123
CTS: 27.8 / 354 / 123
detailed placement: 25.8 / 338 / 119
global placement: 25.8 / 336 / 119
floorplan: - / 330 / 63
power groups by stage:
stage | clock network (W) | registers (W) | logic [W]
finish | 0.000349 | 0.000409 | 0.0000169
global route | 0.000375 | 0.000411 | 0.0000185
CTS | 0.000359 | 0.000409 | 0.0000168
metal layers:
metal / global-route usage [%] / vias to the layer above / share of wire (%)
met2: 3.50 / 17 / 29
met4: 0.692 / 0 / 1.7
met5: 0 / - / 0
met3: 2.23 / 5 / 13
li1: - / 247 / -
met1: 6.01 / 204 / 57
final cells by class:
| class | instances | area, um^2 |
|---|---|---|
| Clock buffer | 3 | 41.3 |
| Clock inverter | 1 | 30.0 |
| Fill cell | 379 | 2630 |
| Inverter | 1 | 3.75 |
| Multi-Input combinational cell | 36 | 315 |
| Sequential cell | 22 | 440 |
| Tap cell | 48 | 60.1 |
| Timing Repair Buffer | 12 | 118 |
path summary, 6_finish.rpt:
kind         depth (start not counted)       to  slack (ps)
max                                  8   cnt[3]         240
min                                  0  temE[4]         350
max reg2reg                          8   cnt[3]         240
min reg2reg                          0  temE[4]         350
cell usage in the layout, fill, tap and decap left out, types with 2 or more instances in the layout:
master,count
dfxtp_1,22
clkdlybuf4s50_1,11
a21oi_1,3
nand4_1,3
clkbuf_8,3
nor3_1,4
ha_1,2
a21boi_0,2
nand3_1,6
Power is estimated from default activity; no workload was simulated.
