$ cat flow/config.mk
export PLATFORM = sky130hd
export DESIGN_NAME = hw3_0516310
export DESIGN_NICKNAME = hw3_0516310
export VERILOG_FILES = /design/flow/design.v
export SDC_FILE = /design/flow/constraint.sdc
export NUM_CORES = 4
export LEC_CHECK = 1
export CORE_UTILIZATION = 40
$ cat flow/constraint.sdc
current_design hw3_0516310

set clk_period 7.9
set clk_io_pct 0.2

create_clock -name clk0 -period $clk_period [get_ports {clk}]

set non_clock_inputs [all_inputs -no_clocks]
set_input_delay [expr $clk_period * $clk_io_pct] -clock clk0 $non_clock_inputs
set_output_delay [expr $clk_period * $clk_io_pct] -clock clk0 [all_outputs]
$ cat flow/design.v
`timescale 1ns / 1ps
module hw3_0516310(
   input clk,
	input enable,
	input [79:0] inbits,
	output reg [34:0] out_text = 0,
	output reg valid = 0);
	reg [12:0] cnt = 0;
	reg [2:0] num = 0;
	reg [6:0] A = 65;
	reg [79:0] in_bits;
	reg start = 1, Include = 1;
	always @(posedge clk) begin
		if(enable) begin
			if(~valid) begin
				if(Include) begin in_bits = inbits; Include = 0; end
				if(start) begin
					if(in_bits[79]) start = 0;
					else in_bits = in_bits << 1;
				end
				if(in_bits[79:77] == 0 && ~Include && ~start) begin
					out_text  = out_text << 7;
					case(cnt)
						13'b10111 : out_text[6:0] = A;
						13'b111010101 : out_text[6:0] = A+1;
						13'b11101011101 : out_text[6:0] = A+2;
						13'b1110101 : out_text[6:0] = A+3;
						13'b1 : out_text[6:0] = A+4;
						13'b101011101 : out_text[6:0] = A+5;
						13'b111011101 :out_text[6:0] = A+6;
						13'b1010101 : out_text[6:0] = A+7;
						13'b101 : out_text[6:0] = A+8;
						13'b1011101110111 : out_text[6:0] = A+9;
						13'b111010111 : out_text[6:0] = A+10;
						13'b101110101 : out_text[6:0] = A+11;
						13'b1110111 : out_text[6:0] = A+12;
						13'b11101 : out_text[6:0] = A+13;
						13'b11101110111 : out_text[6:0] = A+14;
						13'b10111011101 : out_text[6:0] = A+15;
						13'b1110111010111 : out_text[6:0] = A+16;
						13'b1011101 : out_text[6:0] = A+17;
						13'b10101 : out_text[6:0] = A+18;
						13'b111 : out_text[6:0] = A+19;
						13'b1010111 : out_text[6:0] = A+20;
						13'b101010111 : out_text[6:0] = A+21;
						13'b101110111 : out_text[6:0] = A+22;
						13'b11101010111 : out_text[6:0] = A+23;
						13'b1110101110111 : out_text[6:0] = A+24;
						13'b11101110101 : out_text[6:0] = A+25;
					endcase
					num = num+1;
					cnt = 0;
					in_bits = in_bits << 3;
					end
					else if(~Include && ~start){cnt, in_bits} = {cnt, in_bits} << 1;
					if(num == 5) valid = 1;
			end
		end
		else begin 
			num = 0;
			cnt = 0;
			Include = 1;
			start = 1;
			valid = 0;
			out_text = 0;
		end
	end
endmodule
$ cat flow/run.sh
#!/bin/bash
# OpenROAD 26Q1-2900-gdf79404cd8, Yosys 0.63+post, stock flow scripts
make -C /OpenROAD-flow-scripts/flow DESIGN_CONFIG=/design/flow/config.mk WORK_HOME=/design/flow/orfs finish
==> notes.md <==
run metrics: Die Span Y around 130 um, Slowest Stage Delay on Critical Path around 0.68 ns, critical path arrival roughly 4.0 ns, largest net degree at the start of global routing approximately 65, die area around 0.018 mm2, CTS tree yes, Via Count ~5.2k, Latency at later pin between 0.4 and 0.5 ns, actual slew at the worst max-slew pin between 0.8 and 0.9 ns, Area Overhead vs Synth 26.3%, CP max FO between 50 and 60, minimum clock period roughly 3.9 ns, Fillers roughly 1.4k, Synth top area share 0.353, # Cells Yosys about 650, Peak VDD IR 0.138 mV, clk sinks between 100 and 150, synth cell count leaders nor2b_1, edfxtp_1, mux2i_1, hold endpoint out_text[29], Synth area leader edfxtp_1, largest cells by area after synthesis edfxtp_1, dfxtp_1, mux2i_1, post-CTS setup buffers 0, crit-path cells clkdlybuf4s50_1, or4b_1, a21oi_4, buf_4, buf_4, a31oi_1, crit path capture type flop, maxcap violations 0, GRT Util Overall 0.179, register share after synthesis 0.498, RSZ-0062 raised after global routing no, placed instance count ~930, Yosys top cell by instances nor2b_1, post-synth cell types around 58, Bufs and invs on worst path 3, Rows approximately 47, Post-synth ARST share 0, I/O pins 118, most frequent CP cell buf_4, Post-DRT Antenna Nets 0, crit start category input pin, final tally of hold violations 0, Detail Placement HPWL about 9500 um, total negative slack 0 ns, residual DRC count 0, Clock transition at path regs 0.06 ns, router iterations before antenna repair 4, PnR worst setup slack 4.03 ns, FF-to-FF path depth 5, vias in the first global route slightly below 5k, grt total ovfl 0, Slew HR 0.405, CTS Buf Count 17, Final period util 0.490, CP required between 8 and 9 ns, GP Congestion roughly 0.84, crit-path leading delay family buffers and inverters, H-tree depth 4, antenna fix cells 0, PostCTS Resize Cnt 0, CTS Root Cell clkbuf_16, Min-Delay Startpoint out_text[29], reg2reg end in_bits[56], initial antenna violation count 0, Max Freq around 0.26 GHz, critical path type in -> reg, CP startpoint inbits[79], First DRT Iteration DRCs 274, Final Instance Count excl. Fillers approximately 970, Leak 3.05 nW, Yosys warning count 1, Chip Area, Yosys 0.00680 mm2, DR WL/cell approximately 16 um, type of the worst min-delay path reg -> reg, mean area per synthesized cell about 10 um2, Post-synth EDFFs about 80, Reg2Reg Launch Point Include, Buffers on Ports 112, share of cells above drive strength 1 0.0711, Post-Route Skew roughly 0.011 ns, core area approximately 0.017 mm2, hold path depth 2, Die X between 100 and 150 um, PD cells between 200 and 250 mW/mm2, Syn Std Cell Area 0.00680 mm2, top_reg_cell synth edfxtp_1, hold_buf cts 0, Post-Synthesis Cells roughly 650, Init Core Util 0.410, Log Warnings 25, max-slew violation count 0, slowest cell on the critical path or4b_1, Finish-stage setup viols 0, status completed, setup slack, reg-to-reg a little under 5 ns, first-pass GRT wire length roughly 24,000 um, post-DR vias/cell about 5.4, Final Routed Wirelength 15,000 um, Place WS around 3.6 ns, final core area utilization 0.518, #FFs+latches synth 129, CTS Buffer Depth 2
## worst reg2reg max path: stages (launching register included)
cell,delay (ns)
dfxtp_4,0.75
or4b_1,0.66
a21oi_4,0.21
buf_4,0.42
buf_4,0.54
a31oi_1,0.16
## layout make-up
class	instances	area [um2]	share of cell area
Multi-Input combinational cell	458	3140	0.366
Inverter	4	15.0	0.00175
Clock inverter	13	96.3	0.0112
Timing Repair Buffer	122	1200	0.139
Sequential cell	129	3390	0.394
Tap cell	220	275	0.0321
Clock buffer	19	475	0.0554
## registers in the layout, summed over array words and instances, names as in the netlist
name / count
out_text: 30
cnt: 13
valid: 1
Include: 1
in_bits: 80
start: 1
num: 3
## cells by family (layout without fill, tap and decap cells)
| logic type | Yosys count | in the layout | synth area share |
|---|---|---|---|
| compound gates | 153 | 153 | 0.152 |
| xor+xnor | 4 | 4 | 0.00515 |
| fa+ha+maj | 1 | 1 | 0.00184 |
| buf+inv | 68 | 158 | 0.0466 |
| flops | 129 | 129 | 0.498 |
| mux | 80 | 80 | 0.120 |
| other cells | 1 | 6 | 0.000552 |
| simple gates | 214 | 214 | 0.176 |
## layer usage
metal  vias to the layer above  wire, um  track usage
li1                       2578         -            -
met1                      2448      7310        0.290
met2                       124      6580        0.262
met3                        14       884       0.0475
met4                         0       188       0.0217
met5                         -         0            0
## worst max path at each step
stage            endpoint  depth (start not counted)
global route  in_bits[56]                          7
finish        in_bits[56]                          6
CTS           in_bits[56]                          6
## cells in the final DEF, fill, tap and decap left out, drive strengths merged, types with 5 or more instances in the layout
cell	n
nor2b	86
a211oi	5
edfxtp	80
a21oi	10
clkinv	5
conb	6
clkdlybuf4s50	112
nor4	6
inv	10
a22oi	12
a21boi	26
a31oi	75
o21ai	10
dfxtp	49
nand2	61
nor2	12
nor3	11
and2	5
mux2i	79
clkbuf	19
buf	10
## metrics by stage
step / hold slack, ns / cell area [um2] / power, mW
2_1_floorplan: 0.421 / 6820 / 0.917
3_3_place_gp: 0.444 / 8020 / 0.987
3_5_place_dp: 0.449 / 8020 / 0.988
4_1_cts: 0.458 / 8590 / 1.74
5_1_grt: 0.480 / 8590 / 1.79
6_report: 0.456 / 8590 / 1.72
## power by group
group / internal, mW / total, mW / switching, mW
Clock: 0.442 / 0.746 / 0.304
Combinational: 0.100 / 0.194 / 0.0942
Sequential: 0.763 / 0.781 / 0.0183
Power figures rest on the tool's default switching activity, not on a simulated workload.
